[flow/design.v]
`timescale 1ns / 1ps
module fulladder(c_in, a, b, sum, c_out);
    input c_in, a, b;
    output sum, c_out;
    wire a_bar, b_bar, c_bar;
    xor xor_1(a_bar, a, b);
    xor xor_2(sum, a_bar,c_in);
    and and_1(b_bar, a_bar,c_in);
    and and_2(c_bar, a,b);
    or or_1(c_out, b_bar, c_bar); 
endmodule
module mult(s0, s1, d0, d1, d2, d3, y);
    input s0, s1, d0, d1, d2, d3;
    output y;
    wire wo, w1, a, b, c, d;
    not not_0(w0, s0);
    not not_1(w1, s1);
    and and_1(a, w0, w1, d0);
    and and_2(b, s0, w1, d1);
    and and_3(c, w0, s1, d2);
    and and_4(d, s0, s1, d3);
    or  or_1 (y, a, b, c, d);
endmodule
module arithmetic_unit(A,B,f0,f1,S,C_out);
    input A, B, f0, f1;
    output S, C_out;
    wire notb,Y;
    not not0(notb, b);
    mult mux_1(f0, f1, B, not0, 0, 1, Y);
    fulladder FA_1(1, A, Y, S, C_out);
endmodule
module arithmetic_unit4_to_1(A, B, f0, f1, S, C_out);
    input [3:0]A,B;
    input f0, f1;
    output [3:0]S;
    output C_out;
    wire [3:0]Y,notb;
    mult mux_1(f0, f1, B[0], notb[0], 0, 1, Y[0]);
    mult mux_2(f0, f1, B[1], notb[1], 0, 1, Y[1]);
    mult mux_3(f0, f1, B[2], notb[2], 0, 1, Y[2]);
    mult mux_4(f0, f1, B[3], notb[3], 0, 1, Y[3]);
    fulladder FA_1(1, A[0], Y[0], S[0], C_out);
    fulladder FA_2(1, A[1], Y[1], S[1], C_out);
    fulladder FA_3(1, A[2], Y[2], S[2], C_out);
    fulladder FA_4(1, A[3], Y[3], S[3], C_out);
endmodule
[flow/run.sh]
#!/bin/bash
# OpenROAD 26Q1-2900-gdf79404cd8, Yosys 0.63+post, stock flow scripts
make -C /OpenROAD-flow-scripts/flow DESIGN_CONFIG=/design/flow/config.mk WORK_HOME=/design/flow/orfs finish
[flow/config.mk]
export PLATFORM = sky130hd
export DESIGN_NAME = arithmetic_unit4_to_1
export DESIGN_NICKNAME = arithmetic_unit4_to_1
export VERILOG_FILES = /design/flow/design.v
export SDC_FILE = /design/flow/constraint.sdc
export NUM_CORES = 4
export LEC_CHECK = 1
export CORE_AREA = 10 10 70 70
export DIE_AREA = 0 0 80 80
[flow/constraint.sdc]
current_design arithmetic_unit4_to_1

set clk_period 1.0
set clk_io_pct 0.2

create_clock -name clk0 -period $clk_period

set non_clock_inputs [all_inputs -no_clocks]
set_input_delay [expr $clk_period * $clk_io_pct] -clock clk0 $non_clock_inputs
set_output_delay [expr $clk_period * $clk_io_pct] -clock clk0 [all_outputs]
==> run notes <==
fresh numbers from the pnr run: fin. max-slew vios 0, LEAKAGE roughly 0.19 nW, Area Overhead vs Synth 93.26%, Worst Path Required ~0.8 ns, Detail Route Antenna Nets 0, Worst Tran Pin Value 0.1749 ns, slowest stage delay, CP about 0.18 ns, Post-synth seq share 0%, critical path arrival 0.96 ns, RePlAce Congestion 0.6348, Cell variety after synth 14, Cell Chain, Critical Path buf_8, buf_6, buf_6, a21o_2, o211ai_1, buf_2, Seq pwr share 0%, grt total ovfl 0, combinational share of power 100.0%, Rows 21, Int Pwr around 0.0001 W, dominant cell type by area after synthesis nor3b_2, maxcap violations 0, Synth area leaders nor3b_2, nand4bb_2, buf_4, most frequent logic cell in the layout buf_2, Die W around 80 um, initial antenna violation count 1, first-pass GRT wire length roughly 1200 um, Switching Share between 30% and 40%, tool warnings 35, fmax about 860 MHz, syn_area_per_cell about 9 um2, endpoints failing hold 0, Post-Syn Instances 27, CP Max Fanout 5, Power Dens Cells approximately 340 nW/um2, Tot GR Track Use 2.148%, DIE AREA 6400 um2, IO Count 15, Initial DRC Count 1, Clk pwr share 0%, critical path launch point type primary input, Rel. slew slack 88.34%, dominant logic cell types in the final layout buf_2, dlygate4sd2_1, nor3b_2, DR pass1 iterations 2, Hold Crit Class in -> out, area share, top type about 16%, Routed wire per std cell approximately 8.2 um, final setup fails 5, Crit path max-delay family buffers and inverters, Post-route DRC 0, CTS hold repair buffers 0, Via density 2.775, ratio of cells with drive above 1 in the final layout ~64%, Peak VDD IR about 0.00013 V, netlist area before placement approximately 240 um2, Sw Pwr approximately 0.000059 W, Chip Area, Yosys about 240 um2, Pre-Place Util 7.070%, CP max-delay cell a21o_2, cycle use final 116.5%, PortBufs 15, Final WS setup -0.1648 ns, min Tclk post-route around 1.2 ns, Die Y approximately 80 um, Critical Path Most Common Cell buf_6, drt total wl about 730 um, # Cells Yosys 27, number of global-route vias before repair around 280, CP Buf/Inv Count 4, total power ~0.00016 W, clkbuf count 0, Core Footprint 3416 um2, Synth warnings 18, violated checks negative setup slack, largest net degree at the start of global routing 13, Crit Path Class in -> out, Crit. End Element output pin, outcome complete, but fails checks, register area 0 um2, flop count 0, unrepaired setup endpoints after global routing yes, Sum Neg Setup Slack -0.6457 ns, Via Count approximately 250
path summary, 6_finish.rpt:
path                  endpoint  cells after the start  from  slack (ns)
worst max-delay path      S[2]                      6    f0       -0.16
worst min-delay path     C_out                      5    f1        0.82
cells by family (layout without fill, tap and decap cells):
family	after synthesis	count (layout)	share of synthesized area (%)
AND-OR/OR-AND	7	7	25.38
adder cells (fa/ha/maj)	1	1	5.181
buffers and inverters	9	24	26.42
other	0	1	0
AND/OR/NAND/NOR	10	10	43.01
repair_timing:
action,4_1_cts,5_1_grt
endpoints found under the setup margin,5,5
resized,47,1
setup buffers,3,1
pin swaps,5,5
Yosys cell counts, drive strengths merged:
master and count:
buf 6, inv 3, nor3b 4, ha 1, nand3 3, a21oi 1, o211ai 3, a21o 3
nand4bb 3
final cells by class:
| cell class | count | area (um2) |
|---|---|---|
| diodes | 1 | 2.502 |
| fillers | 399 | 2949 |
| inverters | 3 | 11.26 |
| multi-input cells | 18 | 210.2 |
| well taps | 46 | 57.56 |
| repair buffers | 21 | 185.2 |
power groups by stage:
stage     registers [W]  clock network, W  logic (W)
4_1_cts               0                 0   0.000153
5_1_grt               0    0.000000000134   0.000176
6_report              0    0.000000000134   0.000159
per-layer routing:
metal | share of wire, % | GRT usage (%) | routed length, um
met3 | 12 | 0.9091 | 88
met1 | 55 | 3.234 | 397
met5 | 0 | 0 | 0
met2 | 33 | 2.889 | 241
met4 | 0 | 0 | 0
per-stage QoR:
stage	hold WS, ns	worst slack (ns)	util (%)	instances	area [um2]
floorplan	0.5807	-0.1219	-	27	246.5
global placement	1.400	-0.9796	12.56	84	429.2
detailed placement	1.403	-1.002	12.56	84	429.2
CTS	0.8289	-0.2088	13.04	87	445.4
global route	0.8503	-0.2542	13.66	89	466.7
finish	0.8206	-0.1648	13.66	89	466.7
No activity file was given, so power comes from the tool's default toggle rates.
