==> design.v <==
`timescale 1ns / 1ps
 module FullAdder(c_in, a, b, sum, c_out);
    input a, b, c_in;
    output sum, c_out;
    wire p, r, s;
    xor xor_1(p, a, b);
    xor xor_2(sum, p, c_in);
    and and_1(r, p, c_in);
    and and_2(s, a, b);
    or or_1(c_out, r, s);
endmodule
module mux_4_1(d0,d1,d2,d3,s0,s1,y);
    input d0,d1,d2,d3,s0,s1;
    output y;
    wire s0_b, s1_b, d0_b, d1_b, d2_b, d3_b;
    not not_0(s0_b, s0);
    not not_1(s1_b, s1);
    and and_0(d0_b, s0_b, s1_b, d0);
    and and_1(d1_b, s0,   s1_b, d1);
    and and_2(d2_b, s0_b, s1,   d2);
    and and_3(d3_b, s0,   s1,   d3);
    or or_0(y, d0_b, d1_b, d2_b, d3_b);
endmodule
module one_bit_arithmetic_unit(A, B, f0, f1, C_in, S, C_out);
    input A, B, f0, f1, C_in;
    output S, C_out;
    wire B_bar, notB;
    not not0(notB, B);
    mux_4_1 mux0(B, notB, 0, 1, f0, f1, B_bar);
    FullAdder FA0(C_in, A, B_bar, S, C_out);
endmodule
module four_bit_arithmetic_unit(A, B, F0, F1, C_in, S, C_out);
    input [3:0]A, B;
    input F0, F1, C_in;
    output [3:0] S;
    output C_out;
    wire [2:0]c;
    one_bit_arithmetic_unit AU0(A[0], B[0], F0, F1, C_in, S[0], c[0]);
    one_bit_arithmetic_unit AU1(A[1], B[1], F0, F1, c[0], S[1], c[1]);
    one_bit_arithmetic_unit AU2(A[2], B[2], F0, F1, c[1], S[2], c[2]);
    one_bit_arithmetic_unit AU3(A[3], B[3], F0, F1, c[2], S[3], C_out);
endmodule
==> run.sh <==
#!/bin/bash
# OpenROAD 26Q1-2900-gdf79404cd8, Yosys 0.63+post, stock flow scripts
make -C /OpenROAD-flow-scripts/flow DESIGN_CONFIG=/design/flow/config.mk WORK_HOME=/design/flow/orfs finish
==> config.mk <==
export PLATFORM = sky130hd
export DESIGN_NAME = four_bit_arithmetic_unit
export DESIGN_NICKNAME = four_bit_arithmetic_unit
export VERILOG_FILES = /design/flow/design.v
export SDC_FILE = /design/flow/constraint.sdc
export NUM_CORES = 4
export LEC_CHECK = 1
export CORE_AREA = 10 10 70 70
export DIE_AREA = 0 0 80 80
==> constraint.sdc <==
current_design four_bit_arithmetic_unit

set clk_period 6.1
set clk_io_pct 0.2

create_clock -name clk0 -period $clk_period

set non_clock_inputs [all_inputs -no_clocks]
set_input_delay [expr $clk_period * $clk_io_pct] -clock clk0 $non_clock_inputs
set_output_delay [expr $clk_period * $clk_io_pct] -clock clk0 [all_outputs]
==> flow_summary.ini <==
; synthesis and place-and-route metrics
[synth]
synth.distinct_cells = 7
postSynthSeqShare_pct = 0
ys_area_um2 = 205
synthTopCellsByArea = fa_1, xnor2_1, buf_4
top_cell_area_share_pct = 39.0
netlist_area_um2 = 205
yosysWarnings = 2
syn_inst = 25
ys_cells = 25
top_area_cell = fa_1
avgSynthCellArea_um2 = 8.21

[grt]
grt_overflow = 0
grt_pass1_wl_um = 972
grt_max_degree = 5
antenna_found_initial = 0
grt_pass1_vias = 164
grtUsageTotal_pct = 1.97

[worst_setup_path]
cp-end-kind = primary output
worstPathMaxFanout = 4
crit_arrival_ns = 4.03
crit_type = input pin to primary output
critical_path_required_ns = 4.88
start_kind = input pin

[drt]
vias_per_cell = 1.98
ant_nets = 0
wl_per_cell_um = 7.79
drt_wl_total_um = 639
drt_first_pass_iters = 2
n_antenna_cell = 0
drcViolationCount = 0
routed-via-count = 162
drt_iter0_markers = 3

[layout]
drive_gt1_share_pct = 0
nClkBuffers = 0
area_growth_syn_to_layout_pct = 89.0
logic_area_um2 = 140
seq_cells = 0
nFillCells = 396
regArea_um2 = 0

[place]
dpl.hpwl_um = 631
port_buffers = 16
place_congestion = 0.750

[floorplanning]
fp-row-count = 21
fp_util_pct = 6.01
core_area_um2 = 3420
io_pins = 16
die_y_um = 80
die_w_um = 80
die_area_um2 = 6400

[cts]
cts_resized = 0
holdBufCountCts = 0
postCtsSetupBuffers = 0

[run]
tool_warnings = 32
max_cap_viol_count = 0

[sta]
setup_tns_ns = 0
period_minus_slack_ns = 5.25
setup_viol = 0
holdWs_ns = 3.50
finalHoldViolCount = 0
worst_slew_pin_slew_ns = 0.233
rsz0062_at_grt = false
timing.slew.headroom_pct = 84.4
fmax_mhz = 190
fin_crit_sh_pct = 86.1
drv_slew = 0

[power_and_ir_drop]
p_leak_nw = 0.151
ir_drop_mv = 0.0175
powerDensity_nw_per_um2 = 94.4

[worst_hold_path]
min_path_type = input pin to primary output
hp-start = C_in
whs_path_depth = 5
min_to = S[0]

[run_status]
status = complete, no violations
==> kinds of logic (layout without fill, tap and decap cells) <==
kind of cell,Yosys count,count (layout),share of synthesized area (%)
XOR/XNOR,4,4,17.1
adder cells (fa/ha/maj),4,4,39.0
buffers and inverters,13,24,31.7
AND/OR/NAND/NOR,4,4,12.2
==> critical path, stage by stage <==
cell	delay [ns]
clkdlybuf4s50_1	0.53
nor2b_1	0.08
xnor2_1	0.15
fa_1	0.39
fa_1	0.39
fa_1	0.37
inv_1	0.07
fa_1	0.40
clkdlybuf4s50_1	0.44
==> layout by cell type (no fill, tap or decap) <==
master	n
fa_1	4
clkdlybuf4s50_1	16
xnor2_1	4
nand2b_1	1
inv_1	8
nor2b_1	3
==> metrics by stage <==
step / power [W] / cell area (µm²) / util [%] / std cells / setup WS [ns]
after floorplan: 0.0000201 / 205 / - / 25 / 1.70
after global placement: 0.0000359 / 388 / 11.4 / 82 / 0.887
after detailed placement: 0.0000372 / 388 / 11.4 / 82 / 0.842
after CTS: 0.0000373 / 388 / 11.4 / 82 / 0.840
after global routing: 0.0000417 / 388 / 11.4 / 82 / 0.739
final: 0.0000366 / 388 / 11.4 / 82 / 0.846
==> cells in the mapped netlist (all sizes together) <==
library cell / number
buf: 5
nand2b: 1
nor2b: 3
inv: 8
fa: 4
xnor2: 4
==> power breakdown <==
part	switching (W)	total (W)	internal [W]	leakage, nW
logic	0.0000113	0.0000366	0.0000254	0.151
clock network	0	0	0	0
registers	0	0	0	0
==> layout make-up <==
cell class / count / area share (%)
well taps: 46 / 14.8
repair buffers: 16 / 41.3
inverters: 8 / 7.74
multi-input cells: 12 / 36.1
==> layer usage <==
| metal | vias to the layer above | GRT usage [%] | wire length (µm) |
|---|---|---|---|
| li1 | 84 | - | - |
| met1 | 64 | 2.87 | 322 |
| met4 | 0 | 0 | 0 |
| met5 | - | 0 | 0 |
| met3 | 0 | 1.93 | 159 |
| met2 | 14 | 2.01 | 156 |
==> how the worst max path moves through the flow <==
stage,from,to,cells after the start
5_1_grt,F1,S[3],9
6_report,F1,S[3],9
4_1_cts,F1,S[3],9
Power and IR drop assume default switching activity.
